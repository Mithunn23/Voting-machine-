==> flow/run.sh <==
#!/bin/bash
# OpenROAD 26Q1-2900-gdf79404cd8, Yosys 0.63+post, stock flow scripts
make -C /OpenROAD-flow-scripts/flow DESIGN_CONFIG=/design/flow/config.mk WORK_HOME=/design/flow/orfs finish
==> flow/constraint.sdc <==
current_design voteLogger

set clk_period 3.5
set clk_io_pct 0.2

create_clock -name clk0 -period $clk_period [get_ports {clock}]

set non_clock_inputs [all_inputs -no_clocks]
set_input_delay [expr $clk_period * $clk_io_pct] -clock clk0 $non_clock_inputs
set_output_delay [expr $clk_period * $clk_io_pct] -clock clk0 [all_outputs]
==> flow/design.v <==
module voteLogger(
input clock, input reset,
input candidate1_vote_valid,
input candidate2_vote_valid,
input candidate3_vote_valid,
input candidate4_vote_valid,
output reg [7:0] candidate1_vote_count,
output reg [7:0] candidate2_vote_count,
output reg [7:0] candidate3_vote_count,
output reg [7:0] candidate4_vote_count);
always @(posedge clock) begin
if(reset) begin
candidate1_vote_count <= 0;
candidate2_vote_count <= 0;
candidate3_vote_count <= 0;
candidate4_vote_count <= 0;
end else begin
if(candidate1_vote_valid)
candidate1_vote_count <= candidate1_vote_count + 1;
else if(candidate2_vote_valid)
candidate2_vote_count <= candidate2_vote_count + 1;
else if(candidate3_vote_valid)
candidate3_vote_count <= candidate3_vote_count + 1;
else if(candidate4_vote_valid)
candidate4_vote_count <= candidate4_vote_count + 1;
end
end
endmodule
==> flow/config.mk <==
export PLATFORM = sky130hd
export DESIGN_NAME = voteLogger
export DESIGN_NICKNAME = voteLogger
export VERILOG_FILES = /design/flow/design.v
export SDC_FILE = /design/flow/constraint.sdc
export NUM_CORES = 4
export LEC_CHECK = 1
export CORE_AREA = 10 10 93 93
export DIE_AREA = 0 0 103 103
==> deck_impl_summary.md <==
Physical Implementation Snapshot

Cells and area
  • Non-Filler Instances: around 280
  • Final core utilization: 28.6%
  • Fillers: 706
  • Layout cells sized above 1: between 4 and 5%
  • Commonest Layout Cell: clkdlybuf4s50_1
  • Logic area: ~720 um^2
  • Top Layout Cells: clkdlybuf4s50_1 (37), dfxtp_1 (32), a21oi_1 (19)
  • Reg area: 641 um^2
  • Area grow syn2layout: 36.7%

Clock tree
  • Worst skew pair latency: between 200 and 300 ps
  • CTS Sinks: 32
  • Hold Buf Count CTS: 0
  • Clock tree root buffer cell: clkbuf_8
  • Number of CTS-inserted buffers: 5
  • Cts repair resizes: 0
  • CTS clk-pin slew, worst paths: 60 ps
  • Maximum root-to-sink buffer count: 2
  • CTS tree: built
  • H-Tree Depth: 2
  • Post-CTS Repair Setup Buffers: 0

Power
  • Comb pwr share: ~6.3%
  • Sequential group share of total power: between 50% and 60%
  • Sw power: roughly 0.15 mW
  • Clock share of power: 37.3%
  • P_int: around 0.52 mW
  • Sw frac: 22.1%
  • Max IR drop VDD: around 0.17 mV
  • P_leak: just over 0.6 nW
  • Pwr Density: 346 nW/um^2

Yosys
  • Adder Share, Synth: 3.54%
  • Yosys xor share: 5.58%
  • Yosys Instances: around 160
  • Synth top area share: 45.3%
  • Synth mux share: 2.92%
  • Syn Area/Cell: 8.89 um^2
  • Yosys cell types: 26
  • Post-synth area hogs: dfxtp_1 (45%), a21oi_1 (6.7%), or3_1 (4.9%)
  • Mapped Cells: about 160
  • Ao+oa area frac: between 10 and 15%
  • Cell Area, Synth: between 1000 and 1500 um^2
  • Area reported by Yosys stat: 1410 um^2
  • Share of the yosys chip area belonging to registers: 45.3%
  • Registers, synthesis: 32
  • Main logic family: simple AND/OR/NAND/NOR gates
  • Biggest area consumer among synthesized cells: dfxtp_1
  • Simple share: 24.8%
  • Warnings from Yosys: 1

Global route
  • First-pass GRT wire length: between 5000 and 6000 um
  • Initial antenna violation count: 0
  • Vias in the first global route: around 1100
  • Total GRT Usage: approximately 6.5%
  • Largest net degree at the start of global routing: 19
  • Congestion Overflow GR: 0

Final timing
  • Worst-Margin Slew: 656 ps
  • Fin Setup TNS: 0 ps
  • Final tally of hold violations: 0
  • Max Clock Skew: 0.868 ps
  • Final Worst Setup Slack: between 1000 and 1500 ps
  • Final period util: between 60% and 70%
  • Final setup fails: 0
  • Slew Limit Headroom: between 50 and 60%
  • Minimum clock period: 2430 ps
  • Count of final max-slew check failures: 0
  • Fmax: 411 MHz
  • RSZ-0062 raised after global routing: no

Detailed routing
  • Antenna diode count: 0
  • Mean number of vias per cell: between 4 and 5
  • WL/cell: approximately 13 um
  • 1st-iter DRT viols: approximately 47
  • DRT antenna net count: 0
  • Via count: 1244
  • Drt total wl: between 3000 and 4000 um
  • Remaining DRCs: 0
  • DR pass1 iterations: 4

Worst setup path
  • WS Path Type: input port to flop
  • Worst Reg-to-Reg Cells: 4
  • Startpoint Class: input port
  • R2r setup slk: between 2000 and 2500 ps
  • Worst-path maximum fanout: 13
  • CP startpoint: candidate1_vote_valid
  • Worst setup EP type: flop
  • Crit path required time: about 3700 ps
  • FF-to-FF Start: candidate3_vote_count[0]$_SDFFE_PP0P_
  • Arr. time, crit path: 2600 ps
  • Critical R2R Capture: candidate3_vote_count[4]$_SDFFE_PP0P_

Die
  • Placement row count: 30
  • Die Wd: 103 um
  • Ports: 38
  • Die Ht: 103 um
  • Init Core Util: a little over a fifth
  • Core Area: approximately 6800 um^2
  • Die ar.: roughly 11000 um^2

Min path
  • Hold Path Sink: candidate2_vote_count[7]$_SDFFE_PP0P_
  • Hold path cells: 2
  • Hold crit path type: flop to flop
  • Min-delay src: candidate2_vote_count[7]$_SDFFE_PP0P_

Run
  • Log Warnings: 25
  • Max-Cap Viols: 0

Placement
  • PortBufs: 37
  • Place WS: 760 ps
  • Post-DP HPWL: between 2000 and 3000 um
  • Gpl congestion: approximately 0.8
  • Cell count after placement: between 200 and 300

Status
  • Status: completed
==> stage by stage <==
stage	hold WS, ps	power [mW]	cell area [um^2]
after CTS	485	0.680	1930
after global routing	501	0.699	1930
after detailed placement	477	0.428	1860
after floorplan	439	0.405	1410
after global placement	461	0.428	1860
final	482	0.669	1930
==> per-layer routing <==
metal / vias to the layer above / global-route usage, % / wire length [um]
li1: 656 / - / -
met1: 561 / 8.30 / 1540
met2: 23 / 10.2 / 1630
met3: 4 / 2.98 / 284
met4: 0 / 0.856 / 31
met5: - / 0 / 0
==> worst max-delay path, cell delays in order <==
cell,delay (ps)
clkdlybuf4s50_1,400
buf_4,180
or4b_4,620
nor4_1,330
mux2_2,370
==> cell type report <==
type | instances | share of cell area (%)
multi-input cells | 116 | 37.4
flip-flops and latches | 32 | 33.1
repair buffers | 39 | 19.9
inverters | 4 | 0.777
well taps | 80 | 5.18
clock buffers | 5 | 3.56
==> cells by family after synthesis <==
group / Yosys count
AND/OR/NAND/NOR: 62
AND-OR/OR-AND: 37
flip-flops: 32
buffers and inverters: 11
XOR/XNOR: 9
multiplexers: 4
adder cells (fa/ha/maj): 4
==> sequential cells by signal (all words and copies together), names as in the netlist <==
register and cells:
candidate2_vote_count 8, candidate4_vote_count 8, candidate3_vote_count 8, candidate1_vote_count 8
==> worst max path at each step <==
stage                                      endpoint  slack, ps
CTS           candidate4_vote_count[7]$_SDFFE_PP0P_       1060
global route  candidate4_vote_count[7]$_SDFFE_PP0P_       1020
finish        candidate4_vote_count[7]$_SDFFE_PP0P_       1070
==> power by group through the flow <==
stage / Sequential, mW / Clock, mW / Combinational [mW]
after global routing: 0.379 / 0.273 / 0.0478
after CTS: 0.377 / 0.259 / 0.0433
final: 0.378 / 0.249 / 0.0420
==> cells in the mapped netlist <==
library cell	number
o21ai_0	11
nor2b_1	2
nand4_1	7
nand3b_1	2
a21oi_1	19
nor4_1	1
mux2i_1	3
or3b_1	1
o31ai_1	7
nand2_1	10
nand2b_1	1
buf_2	1
clkbuf_1	5
xor2_1	7
or4_1	7
nor2_1	13
xnor2_1	2
nand4bb_1	1
nand3_1	5
buf_6	1
mux2_2	1
or4b_4	1
ha_1	4
or3_1	11
inv_1	4
dfxtp_1	32
Power figures rest on the tool's default switching activity, not on a simulated workload.
